==> design/flow/design.v <==
module Circuito (a, b, c, d, reset, clk, tb_b8, tb_b7, tb_b6, tb_b5, tb_b4, tb_b3, tb_b2, tb_b1);
    reg [3:0] estadoAtual = 4'b0000;
    reg finalizado = 1'b0;
    reg [6:0] entrada;
    output a, b, c, d;
    input reset, clk, tb_b8, tb_b7, tb_b6, tb_b5, tb_b4, tb_b3, tb_b2, tb_b1;
    always @(posedge clk) begin
        entrada = {tb_b7, tb_b6, tb_b5, tb_b4, tb_b3, tb_b2, tb_b1};
        if (reset == 1'b1) begin
            estadoAtual = 4'b0000;
            finalizado = 1'b0;
        end
        if (tb_b8 == 1'b1 && finalizado != 1'b1 && reset != 1'b1) begin
            if ( entrada == 7'b1011000) begin
                if (estadoAtual == 4'b0000 || estadoAtual == 4'b0010 || estadoAtual == 4'b0001) begin  
                    estadoAtual = 4'b0001;  
                end else begin
                    estadoAtual = 4'b1000;  
                    finalizado = 1'b1;
                end
            end
            if ( entrada == 7'b1101011) begin
                if (estadoAtual == 4'b0000 || estadoAtual == 4'b0001 || estadoAtual == 4'b0011 || estadoAtual == 4'b0010) begin  
                    estadoAtual = 4'b0010;  
                end else begin
                    estadoAtual = 4'b1000;  
                    finalizado = 1'b1;
                end
            end
            if ( entrada == 7'b1001111) begin
                if (estadoAtual == 4'b0000 || estadoAtual == 4'b0010 || estadoAtual == 4'b0100 || estadoAtual == 4'b0011) begin  
                    estadoAtual = 4'b0011;  
                end else begin
                    estadoAtual = 4'b1000;  
                    finalizado = 1'b1;
                end
            end
            if ( entrada == 7'b0101000) begin
                if (estadoAtual == 4'b0000 || estadoAtual == 4'b0011 || estadoAtual == 4'b0101 || estadoAtual == 4'b0100) begin  
                    estadoAtual = 4'b0100;  
                end else begin
                    estadoAtual = 4'b1000;  
                    finalizado = 1'b1;
                end
            end
            if ( entrada == 7'b0001100) begin
                if (estadoAtual == 4'b0000 || estadoAtual == 4'b0100 || estadoAtual == 4'b0101) begin  
                    estadoAtual = 4'b0101;  
                end else begin
                    estadoAtual = 4'b1000;  
                    finalizado = 1'b1;
                end
            end
            if ( entrada == 7'b0110010 && estadoAtual != 4'b0000 && estadoAtual != 4'b1000 && estadoAtual != 4'b1010) begin
                if (estadoAtual == 4'b0001 || estadoAtual == 4'b0010 || estadoAtual == 4'b0011) begin  
                    estadoAtual = 4'b1001;  
                    finalizado = 1'b1;
                end else begin
                    estadoAtual = 4'b1000;  
                    finalizado = 1'b1;
                end
            end
            if ( entrada == 7'b0010110 && estadoAtual != 4'b0000 && estadoAtual != 4'b1001 && estadoAtual != 4'b1010) begin
                estadoAtual = 4'b1000;  
                finalizado = 1'b1;
            end
            if ( entrada == 7'b0100011 && estadoAtual != 4'b0000 && estadoAtual != 4'b1001 && estadoAtual != 4'b1000) begin
                if (estadoAtual == 4'b0100 || estadoAtual == 4'b0101) begin  
                    estadoAtual = 4'b1010;  
                    finalizado = 1'b1;
                end else begin
                    estadoAtual = 4'b1000;  
                    finalizado = 1'b1;
                end
            end
        end
    end
    assign {a, b, c, d} = estadoAtual;
endmodule
==> design/flow/run.sh <==
#!/bin/bash
# OpenROAD 26Q1-2900-gdf79404cd8, Yosys 0.63+post, stock flow scripts
make -C /OpenROAD-flow-scripts/flow DESIGN_CONFIG=/design/flow/config.mk WORK_HOME=/design/flow/orfs finish
==> design/flow/config.mk <==
export PLATFORM = sky130hd
export DESIGN_NAME = Circuito
export DESIGN_NICKNAME = Circuito
export VERILOG_FILES = /design/flow/design.v
export SDC_FILE = /design/flow/constraint.sdc
export NUM_CORES = 4
export LEC_CHECK = 1
export CORE_AREA = 10 10 86 86
export DIE_AREA = 0 0 96 96
==> design/flow/constraint.sdc <==
current_design Circuito

set clk_period 7.4
set clk_io_pct 0.2

create_clock -name clk0 -period $clk_period [get_ports {clk}]

set non_clock_inputs [all_inputs -no_clocks]
set_input_delay [expr $clk_period * $clk_io_pct] -clock clk0 $non_clock_inputs
set_output_delay [expr $clk_period * $clk_io_pct] -clock clk0 [all_outputs]
==> flow_metrics.tcl <==
# flow metrics
set metrics [dict create \
    syn_to_final_growth_pct 23.4 \
    dp_hpwl_um 2540 \
    ys_sh_adder_pct 0 \
    ys_area_um2 1010 \
    drv_slew 0 \
    cts.htree.levels 1 \
    required_ns 7.48 \
    max_slew.worst_pin.slew_ns 0.570 \
    status "completed" \
    post-route-period-util_pct 58.9 \
    cp.arrival_ns 4.44 \
    dp_slack_ns 2.85 \
    grt_pass1_vias 1080 \
    fin_cells 227 \
    grt_use_total_pct 6.99 \
    via_count 1183 \
    totalWireLength_um 3190 \
    ys_types 50 \
    start_kind "primary input" \
    antenna_cells 0 \
    grt-ovfl-total 0 \
    clock.fmax_ghz 0.229 \
    fill_cells 628 \
    yosys.area_share.xor_xnor_pct 0.865 \
    critical_path_class "in2reg" \
    place_congestion 0.919 \
    die_h_um 96 \
    clk_pin_slew_worst_paths_ns 0.03 \
    pwr-share-clk_pct 47.0 \
    switching_share_pct 27.1 \
    ir_worst_vdd_v 0.0000473 \
    cts_resized 0 \
    intPower_uw 76.5 \
    yosys_cells 142 \
    tool_warnings 25 \
    cts_hold_buf 0 \
    dr.pass1.iters 4 \
    holdCritPathClass "reg2reg" \
    initCoreUtil_pct 18.3 \
    pwr-share-seq_pct 27.2 \
    ys.flop_type "dfxtp_1" \
    setup_tns_ns 0 \
    clk_path_buf_depth 2 \
    setup_viol 0 \
    io_pins 14 \
    cts_made_buffers 3 \
    logic_area_um2 872 \
    stdcell_area_um2 1250 \
    p_leak_uw 0.000380 \
    finClkSkew_ns 0.00224 \
    port_buffers 13 \
    drt_iter0_markers 77 \
    hold_violations 0 \
    pwr_density_cell_nw_per_um2 84.0 \
    antenna_found_initial 0 \
    clock-sinks 5 \
    cts_tree "done" \
    critPathCaptureType "flop" \
    ff_latch_area_um2 100 \
    drc 0 \
    timing.final.ws_setup_ns 3.04 \
    synthTopLogicFamily "AND-OR/OR-AND gates" \
    root_buffer "clkbuf_8" \
    dpl_cell_area_um2 1200 \
    min_period_ns 4.36 \
    post_cts_buffers 0 \
    net-switching-power_uw 28.5 \
    numSynthFlops 5 \
    async_reset_ff_share_pct 0 \
    edf_count 0 \
    mux_area_share_pct 0 \
    grt_pass1_wl_um 5260 \
    rsz0062_at_grt "false" \
    wl_per_cell_um 14.1 \
    synth_seq_share_pct 9.89 \
    simple_gate_area_share_pct 42.4 \
    ys_warn_count 1 \
    dp.cells 223 \
    viasPerCell 5.21 \
    synth.avg_cell_area_um2 7.13 \
    synth_area_um2 1010 \
    cp_max_fo 13 \
    core_area_um2 5540 \
    dieWidth_um 96 \
    relSlewSlack_pct 61.9 \
    synth_compound_gate_area_share_pct 42.9 \
    worstSkewPairLatency_ns 0.22 \
    ant_nets 0 \
    grt_max_degree 14 \
    finish.utilization_pct 22.5 \
    die_area_um2 9220 \
    drv_cap 0 \
    num_rows 27 \
    synth_cells 142 \
    combPwrFrac_pct 25.8 \
    drive_gt1_share_pct 10.3 \
]
## final timing paths
path	from	endpoint	slack [ns]	cells after the start
worst max-delay path	tb_b6	estadoAtual[0]	3.04	10
worst min-delay path	finalizado	finalizado	0.54	2
worst max register to register	estadoAtual[3]	estadoAtual[0]	4.63	9
worst min register to register	finalizado	finalizado	0.54	2
## cell families (layout without fill, tap and decap cells)
family / after synthesis / count (layout)
buffers and inverters: 7 / 20
AND-OR/OR-AND: 56 / 56
XOR/XNOR: 1 / 1
flip-flops: 5 / 5
AND/OR/NAND/NOR: 73 / 73
## placed cells by master, fill, tap and decap left out, drive strengths merged, types with 4 or more instances in the layout
cell type / count
dfxtp: 5
nor3: 6
o211ai: 6
a21o: 4
clkdlybuf4s50: 13
clkbuf: 4
nand3: 6
a21oi: 8
a31oi: 4
o21ai: 7
nor2b: 4
nand2: 12
nor2: 20
## per-layer routing
| layer | global-route usage [%] | vias to the layer above | share of wire, % |
|---|---|---|---|
| met2 | 10.7 | 45 | 45 |
| met1 | 10.2 | 548 | 47 |
| met4 | 0.614 | 0 | 0.38 |
| met3 | 1.49 | 3 | 8.1 |
| met5 | 0 | - | 0 |
| li1 | - | 587 | - |
## metrics by stage
stage	power, uW	hold slack (ns)
finish	105	0.541
global route	114	0.553
CTS	106	0.535
detailed placement	55.6	0.528
global placement	55.7	0.522
floorplan	45.2	0.479
## worst max-delay path, stage by stage
cell and delay, ns:
clkdlybuf4s50_1 0.71, nand4bb_1 0.30, nor2_1 0.11, o31ai_1 0.43
nand3_1 0.15, a311oi_2 0.42, and4bb_4 0.30, a211o_1 0.26
o211ai_2 0.17, o32ai_1 0.11
## cells in the mapped netlist, drive strengths merged (4+ instances only)
cell type	count	area, um^2
a21o	4	30.0
a21oi	8	40.0
a31oi	4	25.0
buf	4	28.8
dfxtp	5	100
nand2	12	45.0
nand3	6	30.0
nor2	20	75.1
nor2b	4	25.0
nor3	6	35.0
o211ai	6	60.1
o21ai	7	35.0
## cell type report
type | count | share of cell area, %
multi-input cells | 130 | 69.8
repair buffers | 13 | 10.4
flip-flops and latches | 5 | 8.02
well taps | 72 | 7.21
clock buffers | 4 | 3.61
inverters | 3 | 0.902
## state kept, by name, summed over array words and instances (netlist names)
register     flops
estadoAtual      4
finalizado       1
## power groups by stage
stage / clock network [uW] / logic, uW / registers, uW
after global routing: 55.2 / 29.9 / 28.6
final: 49.3 / 27.0 / 28.5
after CTS: 51.0 / 26.9 / 28.5
Power and IR drop assume default switching activity.
